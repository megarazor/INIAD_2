[config.mk]
export PLATFORM = sky130hd
export DESIGN_NAME = led7seg9
export DESIGN_NICKNAME = led7seg9
export VERILOG_FILES = /design/flow/design.v
export SDC_FILE = /design/flow/constraint.sdc
export NUM_CORES = 4
export LEC_CHECK = 1
export CORE_AREA = 10 10 70 70
export DIE_AREA = 0 0 80 80
[constraint.sdc]
current_design led7seg9

set clk_period 1.2
set clk_io_pct 0.2

create_clock -name clk0 -period $clk_period

set non_clock_inputs [all_inputs -no_clocks]
set_input_delay [expr $clk_period * $clk_io_pct] -clock clk0 $non_clock_inputs
set_output_delay [expr $clk_period * $clk_io_pct] -clock clk0 [all_outputs]
[design.v]
module led7seg9(I1, I2, I3, I4, SA, LED);
input I1, I2, I3, I4;
output [7:0]LED;
output [3:0]SA;
wire I1,I2,I3,I4;
	assign SA= 4'bZZZ0;
	assign LED[0]= (~I1 & I2 & I3 & I4) | (I1 & I2 & ~I3 & I4) |(I1 & ~I2 & ~I3 & I4);
	assign LED[1]= (~I1 & I2 & ~I3 & I4) | (I1 & ~I2 & ~I3 & I4);
	assign LED[2]= (I1 & ~I2 & I3 & I4);
	assign LED[3]= (~I1 & I2 & I3 & I4) | (I1 & I2 & ~I3 & I4) | (~I1 & ~I2 & ~I3 & I4) | (~I1 & I2 & I3 & ~I4);
	assign LED[4]= (~I1 & I2 & I3 & I4) | (~I1 & ~I2 & I3 & I4) | (I1 & I2 & ~I3 & I4) | (~I1 & I2 & ~I3 & I4) | (~I1 & ~I2 & ~I3 & I4) | (~I1 & I2 & I3 & ~I4);
	assign LED[5]= (~I1 & I2 & I3 & I4) | (I1 & ~I2 & I3 & I4) | (~I1 & ~I2 & I3 & I4) | (~I1 & ~I2 & ~I3 & I4);
	assign LED[6]= (I1 & I2 & I3 & I4) | (~I1 & I2 & I3 & I4) | (~I1 & ~I2 & ~I3 & I4);
	assign LED[7]= 1;
endmodule
[run.sh]
#!/bin/bash
# OpenROAD 26Q1-2900-gdf79404cd8, Yosys 0.63+post, stock flow scripts
make -C /OpenROAD-flow-scripts/flow DESIGN_CONFIG=/design/flow/config.mk WORK_HOME=/design/flow/orfs finish
==> impl_metrics.ini <==
; physical design summary
[logic_synthesis]
yosys.cell_types.count = 14
yosys_warnings = 1
synth_cells = 28
yosys_cells = 28
yosysChipArea_um2 = 158
avgSynthCellArea_um2 = 5.63
yosysSeqAreaShare_pct = 0
synthesis.area_um2 = 158

[critical_path]
worst_path_largest_cell_delay_ps = 220
required_ps = 960
crit_start = I3
crit_type = input port to output pin
cp.arrival_ps = 910
path_max_fanout = 6
startpoint_type = input port
slowest_stage = dlygate4sd2_1
crit_path_cell_trace = buf_4, nor3_2, a21oi_2, nor2b_1, dlygate4sd2_1
critPathCaptureType = output pin
cp_num_buf_inv = 2
critPathTopFamily = buffers and inverters

[cells_and_area]
final-comb-area_um2 = 148
n_fill_cell = 415
clock_buffers = 0
ff_count = 0
regArea_um2 = 0
drive_gt1_share_pct = 34.2
lay_top_cells = dlygate4sd2_1 (6), conb_1 (5), buf_4 (4)
lay_top_count = dlygate4sd2_1
finish.instance_area_um2 = 318
area_growth_pct = 102

[final_timing]
fmax_mhz = 866
setup_viol = 0
finalMaxSlewViolations = 0
min_period_ps = 1150
finalHoldViolCount = 0
worst_slack_ps = 45.3
finalCritPeriodShare_pct = 96.2
rsz0062_at_grt = yes

[detailed_routing]
route.detailed.drc = 0
wl_um = 526
vias = 185
ant_nets = 0
drtIter0Drc = 1
diodes = 0
drt_pass1_iterations = 2
viasPerCell = 2.20
wl_per_cell_um = 6.26

[placed_design]
place_area_um2 = 309
place_ws_ps = -718
gp_congestion = 0.703
io_buffers = 11

[grt]
globalRouteOverflowTotal = 0
busiest_layer = met2
track_usage_pct = 1.36
grt_pass1_wl_um = 752
grt_max_degree = 9
grt_pass1_vias = 169
met1_usage_pct = 1.71
antenna_found_initial = 0
met2_usage_pct = 2.25
use_met3_pct = 0.568

[floorplanning]
ios = 16
num_rows = 21
die_h_um = 80
die_w_um = 80
core_util_floorplan_pct = 4.62
die_area_um2 = 6400
coreArea_um2 = 3420

[worst_hold_path]
worstHoldStart = I2
hold_class = input port to output pin

[power_and_ir_drop]
power.density_nw_per_um2 = 237
power_mw = 0.0752
power.leakage_nw = 0.142
ir_drop_uv = 28.8

[job]
max_cap_violations = 0
warnings = 33

[outcome]
run_status = finished clean
-- where the power goes --
group | leakage (nW) | switching [mW] | internal (mW)
Combinational | 0.142 | 0.0322 | 0.0430
Clock | 0 | 0 | 0
Sequential | 0 | 0 | 0
Total | 0.142 | 0.0322 | 0.0430
-- synth_stat cells, drive strengths merged --
cell	instances	area [um^2]
nor2b	4	25.0
o21ai	2	10.0
nand2	3	11.3
a21boi	1	7.51
nand2b	2	12.5
buf	6	42.5
xor2	1	8.76
nand3	1	5.00
a21oi	2	10.0
nor2	1	3.75
nor3	2	10.0
inv	1	3.75
conb	2	7.51
-- through the flow --
| step | hold WS, ps | std cells | utilization, % | TNS (ps) |
|---|---|---|---|---|
| after detailed placement | 1520 | 84 | 9.05 | -4700 |
| final | 864 | 84 | 9.30 | 0 |
| after global placement | 1520 | 84 | 9.05 | -4750 |
| after floorplan | 538 | 31 | - | 0 |
| after CTS | 898 | 84 | 8.72 | 0 |
| after global routing | 878 | 84 | 9.30 | -15.6 |
-- final timing paths --
kind | depth (start not counted) | endpoint | slack [ps]
worst max-delay path | 5 | LED[6] | 50
worst min-delay path | 3 | LED[2] | 860
-- area by class of cell --
cell class / instances / area share (%)
Timing Repair Buffer: 13 / 34.3
Multi-Input combinational cell: 24 / 46.5
Tap cell: 46 / 18.1
Inverter: 1 / 1.18
-- routing by layer --
layer | part of all wire (%) | up-vias | routed length, um
met1 | 46 | 75 | 242
met2 | 37 | 12 | 196
met4 | 0 | 0 | 0
met3 | 17 | 0 | 88
met5 | 0 | - | 0
li1 | - | 98 | -
-- cells by family (layout without fill, tap and decap cells) --
kind of cell              after synthesis  in the layout  share of synthesized area (%)
xor gates and xnor gates                1              1                           5.56
and+or+nand+nor                        13             13                           42.8
AOI/OAI and AO/OA                       5              5                           17.5
other                                   2              5                           4.76
buffers and inverters                   7             14                           29.4
-- repair_timing --
action / 4_1_cts / 5_1_grt
buffers inserted: 0 / 0
pin swaps: 4 / 1
hold buffers: 0 / 0
setup endpoints to repair: 7 / 5
resized: 31 / 6
No activity file was given, so power comes from the tool's default toggle rates.
