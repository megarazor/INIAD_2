### design/flow/design.v
module my_FA2( Cin, A, B, R, Cout );
input Cin, A, B;
output R, Cout;
  assign R = (A&~B&~Cin)|(~A&B&~Cin)|(~A&~B&Cin)|(A&B&Cin);
  assign Cout = (A&B)|(A&Cin)|(B&Cin);
endmodule
module my_FAS( Cin, A, B, R, Cout, S_SUB );
input Cin, A, B, S_SUB;
output R, Cout;
wire b_in;
my_FA2 my_fa( Cin, A, b_in, R, Cout );
  assign b_in = (B&~S_SUB)|(~B&S_SUB);
endmodule
module my_ALUI( Cin, A, B, R, Cout, S_SUB, S_FAS, S_AND, S_OR, S_XOR, S_NOT );
input Cin, A, B, S_SUB, S_FAS, S_AND, S_OR, S_XOR, S_NOT;
output R, Cout;
wire fas_out, and_out, or_out, xor_out, not_out;
my_FAS my_fas( Cin, A, B, fas_out, Cout, S_SUB );
  assign R = (S_FAS&fas_out)|(S_AND&(A&B))|(S_OR&(A|B))|(S_XOR&(A^B))|(S_NOT&(~A));
endmodule
module my_ALU( A, B, R, Cout, S_SUB, S_FAS, S_AND, S_OR, S_XOR, S_NOT );
input [15:0] A, B;
input S_SUB, S_FAS, S_AND, S_OR, S_XOR, S_NOT;
output [15:0] R;
output Cout;
wire [15:0] c;
my_ALUI my_alu0( S_SUB, A[0], B[0], R[0], c[0], S_SUB, S_FAS, S_AND, S_OR, S_XOR, S_NOT);
my_ALUI my_alu1( c[0], A[1], B[1], R[1], c[1], S_SUB, S_FAS, S_AND, S_OR, S_XOR, S_NOT);
my_ALUI my_alu2( c[1], A[2], B[2], R[2], c[2], S_SUB, S_FAS, S_AND, S_OR, S_XOR, S_NOT);
my_ALUI my_alu3( c[2], A[3], B[3], R[3], c[3], S_SUB, S_FAS, S_AND, S_OR, S_XOR, S_NOT);
my_ALUI my_alu4( c[3], A[4], B[4], R[4], c[4], S_SUB, S_FAS, S_AND, S_OR, S_XOR, S_NOT);
my_ALUI my_alu5( c[4], A[5], B[5], R[5], c[5], S_SUB, S_FAS, S_AND, S_OR, S_XOR, S_NOT);
my_ALUI my_alu6( c[5], A[6], B[6], R[6], c[6], S_SUB, S_FAS, S_AND, S_OR, S_XOR, S_NOT);
my_ALUI my_alu7( c[6], A[7], B[7], R[7], c[7], S_SUB, S_FAS, S_AND, S_OR, S_XOR, S_NOT);
my_ALUI my_alu8( c[7], A[8], B[8], R[8], c[8], S_SUB, S_FAS, S_AND, S_OR, S_XOR, S_NOT);
my_ALUI my_alu9( c[8], A[9], B[9], R[9], c[9], S_SUB, S_FAS, S_AND, S_OR, S_XOR, S_NOT);
my_ALUI my_alu10( c[9], A[10], B[10], R[10], c[10], S_SUB, S_FAS, S_AND, S_OR, S_XOR, S_NOT);
my_ALUI my_alu11( c[10], A[11], B[11], R[11], c[11], S_SUB, S_FAS, S_AND, S_OR, S_XOR, S_NOT);
my_ALUI my_alu12( c[11], A[12], B[12], R[12], c[12], S_SUB, S_FAS, S_AND, S_OR, S_XOR, S_NOT);
my_ALUI my_alu13( c[12], A[13], B[13], R[13], c[13], S_SUB, S_FAS, S_AND, S_OR, S_XOR, S_NOT);
my_ALUI my_alu14( c[13], A[14], B[14], R[14], c[14], S_SUB, S_FAS, S_AND, S_OR, S_XOR, S_NOT);
my_ALUI my_alu15( c[14], A[15], B[15], R[15], c[15], S_SUB, S_FAS, S_AND, S_OR, S_XOR, S_NOT);
  assign Cout = c[15];
endmodule
module my_decoder(IR, IsALU, IsADDI, IsADD, IsSUB, IsAND, IsOR, IsXOR, IsNOT);
input [15:0] IR;
output IsALU, IsADDI, IsADD, IsSUB, IsAND, IsOR, IsXOR, IsNOT;
assign IsALU = ~IR[15]&~IR[14]&~IR[13]&~IR[12];
assign IsADDI = ~IR[15]&IR[14]&~IR[13]&~IR[12];
assign IsADD = IR[7]&~IR[6]&IR[5]&~IR[4];
assign IsSUB = ~IR[7]&~IR[6]&IR[5]&~IR[4];
assign IsAND = IR[7]&IR[6]&~IR[5]&~IR[4];
assign IsOR = IR[7]&IR[6]&IR[5]&~IR[4];
assign IsXOR = IR[7]&IR[6]&~IR[5]&IR[4];
assign IsNOT = IR[7]&~IR[6]&IR[5]&IR[4];
endmodule
module my_registers( WN, N1, N2, WD, RD1, RD2, CK );
input [3:0] WN, N1, N2;
input [15:0] WD;
input CK;
output [15:0] RD1, RD2;
reg [15:0] registers[0:15];
always @( posedge CK ) begin
   registers[WN] <= WD;
end
assign RD1 = registers[N1];
assign RD2 = registers[N2];
initial begin
    registers[0] = 0;
    registers[1] = 1;
    registers[2] = 2; 
    registers[3] = 3;
    registers[4] = 4;
    registers[5] = 5;
    registers[6] = 6;
    registers[7] = 10; 
    registers[8] =  16'b0000000000000000;
    registers[9] =  16'b0000000000000001;
    registers[10] = 16'b0000000000000010;
    registers[11] = 16'b0000000000000011;
    registers[12] = 16'b0000000000000100;
    registers[13] = 16'b0000000000000101;
    registers[14] = 16'b0000000000000110;
    registers[15] = 16'b0000000000000111; 
end
endmodule
module my_memory( ADDR, DATA );
input [15:0] ADDR;
output [15:0] DATA;
reg [7:0] mem[0:63];  
assign DATA  = { mem[ADDR], mem[ADDR+1] };
initial begin
    mem[0] = 8'b0000_1110;
    mem[1] = 8'b1100_1011;
    mem[2] = 8'b0000_1001;
    mem[3] = 8'b1110_1010;
    mem[4] = 8'b0000_0101;
    mem[5] = 8'b0010_0100;
    mem[6] = 8'b0000_0001;
    mem[7] = 8'b1010_0001;
	mem[8] = 8'b0000_0100;
    mem[9] = 8'b1010_0100;
end
endmodule
module my_CPU16v2(CK,R);
input CK;
output [15:0] R;
reg [15:0] PC;
wire IsALU, IsADDI, IsADD, IsSUB, IsAND, IsOR, IsXOR, IsNOT, S_SUB, S_FAS;
wire [15:0] A, B, IR;
wire Cout;
assign S_SUB = IsSUB;
assign S_FAS = IsADD | IsSUB;
my_registers register1( .WN(IR[11:8]), .N1(IR[11:8]), .N2(IR[3:0]), .WD(R), .RD1(A), .RD2(B), .CK(CK));
my_ALU alu1( A, B, R, Cout, S_SUB, S_FAS, IsAND, IsOR, IsXOR, IsNOT );
my_decoder decoder1(IR, IsALU, IsADDI, IsADD, IsSUB, IsAND, IsOR, IsXOR, IsNOT );
my_memory memory1(PC, IR); 
always @( posedge CK ) begin
    PC <= PC+2;
end
initial begin
    PC = 0;
end
endmodule
### design/flow/run.sh
#!/bin/bash
# OpenROAD 26Q1-2900-gdf79404cd8, Yosys 0.63+post, stock flow scripts
make -C /OpenROAD-flow-scripts/flow DESIGN_CONFIG=/design/flow/config.mk WORK_HOME=/design/flow/orfs finish
### design/flow/config.mk
export PLATFORM = sky130hd
export DESIGN_NAME = my_CPU16v2
export DESIGN_NICKNAME = my_CPU16v2
export VERILOG_FILES = /design/flow/design.v
export SDC_FILE = /design/flow/constraint.sdc
export NUM_CORES = 4
export LEC_CHECK = 1
export CORE_UTILIZATION = 30
### design/flow/constraint.sdc
current_design my_CPU16v2

set clk_period 16.3
set clk_io_pct 0.2

create_clock -name clk0 -period $clk_period [get_ports {CK}]

set non_clock_inputs [all_inputs -no_clocks]
set_input_delay [expr $clk_period * $clk_io_pct] -clock clk0 $non_clock_inputs
set_output_delay [expr $clk_period * $clk_io_pct] -clock clk0 [all_outputs]
==> qor.yml <==
synth:
  synth_seq_share: 0.628
  yosysChipArea_sq_um: 8610
  async_flop_share: 0
  synth_area_per_cell_sq_um: 14.2
  synth-main-ff-cell: "edfxtp_1"
  syn-instance-count: 606
  synth.distinct_cells: 57
  ys_cells: 606
  yosys_warnings: 3
  ys.flops: 181
  netlist_area_sq_um: 8610
  edf_count: 178
grt:
  grt_pass1_vias: 5482
  grt-ovfl-total: 0
  antenna_found_initial: 0
  grt_pass1_wl_mm: 31.1
  grt_use_total: 0.150
  grt_max_degree: 46
clock_network:
  clock_latency_ns: 0.43
  cts.path.max_buffers: 2
  clk_root_buffer_cell: "clkbuf_16"
  cts_buffers: 17
  cts.htree.levels: 4
  cts.sinks: 181
  clk_pin_slew_ns: 0.06
  holdBufCountCts: 0
  cts_setup_buffers: 0
  cts.repair.resized: 0
  cts_tree: "yes"
power_and_ir_drop:
  peakVddDrop_mv: 0.0749
  power_density_nw_per_um2: 97.8
  p_leak_nw: 3.22
floorplanning:
  die_y_um: 171
  io_pins: 17
  core_sq_um: 28000
  initCoreUtil: 0.307
  die_w_um: 171
  fp-row-count: 61
  die_area_sq_um: 29400
finish:
  drive_gt1_frac: 0.154
  final_cells: 1067
  area_growth_pct: 16.3
  fillers: 2660
  layout_top_cells: "edfxtp_1, conb_1, nand2_1"
  layout.cells.most_common: "edfxtp_1"
setup_path:
  cp_slowest_stage_delay_ns: 0.65
  end_kind: "output port"
  worstPathMaxFanout: 39
  worstPathRequired_ns: 13.04
  cp-start-kind: "register"
  slowest_stage: "ha_2"
  crit_type: "reg2out"
  worstPathArrival_ns: 10.21
  crit_top_cell: "fa_1"
routing:
  drc: 0
  wl_per_cell_um: 18.6
  vias: 5215
  drtIter0Drc: 359
  drtAntennaViolNets: 0
  drt-total-wl_mm: 19.9
  vias_per_cell: 4.89
  antenna_cells: 0
  dr.pass1.iters: 5
sta:
  finalCritPeriodShare: 0.827
  hold_viol_final: 0
  setup_violations: 0
  fin_setup_tns_ns: 0
  rsz0062_at_grt: "false"
  maxSlewViolCount: 0
  clock_skew_ns: 0.0116
  clock.fmax_mhz: 74.2
  relSlewSlack: 0.456
  post-route-min-period_ns: 13.47
  tightest_slew_ns: 0.794
  hold_ws_ns: 0.491
run:
  warnings: 28
  maxCapViolCount: 0
placed_design:
  place_congestion: 0.870
  placedCellCount: 1036
  dpl.hpwl_mm: 11.9
  port_buffers: 16
outcome:
  status: "finished clean"
min_path:
  hold_class: "reg2reg"
[where the power goes]
group	total [mW]	leakage [nW]	internal (mW)	switching, mW
Clock	0.436	0.308	0.258	0.178
Combinational	0.0218	1.28	0.00920	0.0126
Sequential	0.520	1.63	0.518	0.00230
Total	0.979	3.22	0.786	0.193
[sequential cells by signal (all words and copies together), names as in the netlist]
signal and cells:
PC 3, register1.registers 178
[cells by family after synthesis]
group | Yosys count | synth area share
simple gates | 114 | 0.0624
mux | 46 | 0.0815
fa+ha+maj | 25 | 0.0453
buf+inv | 75 | 0.0483
flops | 181 | 0.628
xor+xnor | 18 | 0.0183
compound gates | 146 | 0.116
other cells | 1 | 0.000436
[final cells by class]
cell class / instances / area, sq um / share of cell area
Tap cell: 378 / 473 / 0.0472
Sequential cell: 181 / 5410 / 0.540
Clock buffer: 17 / 425 / 0.0425
Clock inverter: 14 / 198 / 0.0197
Timing Repair Buffer: 45 / 378 / 0.0377
Multi-Input combinational cell: 415 / 3070 / 0.306
Inverter: 17 / 63.8 / 0.00637
[critical path: cells and delay by family (launching register included)]
kind / cells / cell delay, ns
flip-flops: 1 / 0.30
XOR/XNOR: 2 / 0.34
AND-OR/OR-AND: 2 / 0.35
adder cells (fa/ha/maj): 14 / 5.39
buffers and inverters: 8 / 2.11
multiplexers: 2 / 0.78
AND/OR/NAND/NOR: 1 / 0.49
[routing by layer]
metal	up-vias	track usage	routed length, um
met5	-	0	0
met4	0	0.0128	181
met2	234	0.227	9140
met1	2573	0.205	8220
li1	2392	-	-
met3	16	0.0839	2320
[synth_stat cells, types with 6 or more instances]
cell type	n	area, sq um
edfxtp_1	178	5350
nand2_1	41	154
a21oi_1	31	155
o21ai_0	27	135
nor2_1	25	93.8
mux2i_1	24	240
buf_4	21	158
buf_2	20	100
a221oi_1	18	158
mux4_2	18	405
xnor2_1	17	149
a211oi_1	15	113
inv_1	14	52.6
fa_1	13	260
clkbuf_1	11	41.3
nor3_1	9	45.0
o22ai_1	9	56.3
a22oi_1	8	60.1
maj3_1	8	80.1
or2_2	8	50.1
nand3_1	7	35.0
o211ai_1	7	52.6
and3_1	6	37.5
nor2b_1	6	37.5
[path summary, 6_finish.rpt]
path / from / endpoint / slack, ns / cells after the start
hold reg to reg: PC[1] / PC[1] / 0.49 / 1
hold / removal: PC[1] / PC[1] / 0.49 / 1
setup / recovery: PC[2] / R[15] / 2.83 / 29
setup reg to reg: PC[2] / register1.registers[1][15] / 6.77 / 28
[stage by stage]
| step | setup WS (ns) | utilization | power, mW | cell area [sq um] |
|---|---|---|---|---|
| final | 2.83 | 0.357 | 0.979 | 10000 |
| after detailed placement | 3.20 | 0.335 | 0.552 | 9390 |
| after CTS | 2.70 | 0.357 | 0.986 | 10000 |
| after global routing | 2.22 | 0.357 | 1.01 | 10000 |
| after global placement | 3.28 | 0.335 | 0.552 | 9390 |
| after floorplan | 4.94 | - | 0.544 | 8850 |
Power figures rest on the tool's default switching activity, not on a simulated workload.
